==> flow/design.v <==
`timescale 1ns / 1ps
module RCA_4bit(input [3:0] a, b, input cin, output cout, output [3:0] sum);
  wire t1,t2,t3;
  FA_1bit ff1(.a(a[0]),.b(b[0]),.c(cin),.carry(t1),.s(sum[0]));
  FA_1bit ff2(.a(a[1]),.b(b[1]),.c(t1),.carry(t2),.s(sum[1]));
  FA_1bit ff3(.a(a[2]),.b(b[2]),.c(t2),.carry(t3),.s(sum[2]));
  FA_1bit ff4(.a(a[3]),.b(b[3]),.c(t3),.carry(cout),.s(sum[3]));
endmodule
module FA_1bit(input a,b,c,output carry,s);
    assign s=a^b^c;
    assign carry=(a&b)|(b&c)|(c&a);
endmodule
==> flow/run.sh <==
#!/bin/bash
# OpenROAD 26Q1-2900-gdf79404cd8, Yosys 0.63+post, stock flow scripts
make -C /OpenROAD-flow-scripts/flow DESIGN_CONFIG=/design/flow/config.mk WORK_HOME=/design/flow/orfs finish
==> flow/config.mk <==
export PLATFORM = sky130hd
export DESIGN_NAME = RCA_4bit
export DESIGN_NICKNAME = RCA_4bit
export VERILOG_FILES = /design/flow/design.v
export SDC_FILE = /design/flow/constraint.sdc
export NUM_CORES = 4
export LEC_CHECK = 1
export CORE_AREA = 10 10 70 70
export DIE_AREA = 0 0 80 80
==> flow/constraint.sdc <==
current_design RCA_4bit

set clk_period 2.3
set clk_io_pct 0.2

create_clock -name clk0 -period $clk_period

set non_clock_inputs [all_inputs -no_clocks]
set_input_delay [expr $clk_period * $clk_io_pct] -clock clk0 $non_clock_inputs
set_output_delay [expr $clk_period * $clk_io_pct] -clock clk0 [all_outputs]
==> CHANGELOG.md <==
### Metrics

- Status: finished with violations
- Failing checks: setup timing
- Worst path required time: 1840 ps
- Post-Synth Adder-Cell Area: 54.24%
- Most frequent cell after synthesis: inv_1
- Post-synth top area cell: fa_1
- Endpoints failing setup: 2
- Core ar.: 3416 µm²
- Logic area: 87.58 µm²
- FP Core Util: 4.322%
- Fillers: 404
- Antenna violations before repair: 0
- Worst vdd ir: 0.00001987 V
- Total chip power: 0.05613 mW
- First-pass GRT wire length: 696 µm
- DR iter-0 viols: 0
- PortBufs: 14
- Flop area: 0 µm²
- CP Max Fanout: 1
- Final wirelength: 505 µm
- Flops: 0
- PwrDens: 179.4 nW/µm²
- Mean Syn Cell Area: 8.202 µm²
- Worst min-delay path class: input port to output pin
- Max-cap violation count: 0
- Sequential-to-total area share from yosys stat: 0%
- Tot GR Track Use: 1.439%
- Vias: 123
- AO/OA Area Share: 0%
- Gpl congestion: 0.6611
- Syn Inst Count: 18
- Design area: 312.8 µm²
- Mux share: 0%
- Io pins: 14
- Worst Max-Slew Pin Slew: 109.9 ps
- Synth Area in XOR/XNOR: 0%
- Synthesis area per yosys: 147.6 µm²
- Critical path destination: sum[3]
- Top cells, area: fa_1, inv_1, buf_4
- Simple Share, Synth: 0%
- Vias per cell: 1.662
- Ant. Diodes: 0
- Top cell type's share of synthesized area: 54.24%
- Netlist cell types: 3
- Avg WL per Cell: 6.824 µm
- Final Hold Violation Tally: 0
- Comb area leader: adder cells
- Crit path kind: input port to output pin
- Fin crit period: 2567 ps
- Synth cell count leaders: inv_1, buf_4, fa_1
- Fin worst setup slack: -267.4 ps
- Yosys warns: 0
- Postcts setup bufs: 0
- DP Area: 320.3 µm²
- Post-CTS Hold Buffers: 0
- Max-slew violation count: 0
- Chip area: 6400 µm²
- DP Wirelength: 513.4 µm
- Die H: 80 µm
- Critical path origin: cin
- Slew Limit Headroom: 92.65%
- # DRC: 0
- Post-layout period usage of the worst path: 111.6%
- Layout cells sized above 1: 50.00%
- Remaining antenna violation count: 0
- Die width: 80 µm
- First-pass detailed-route iteration total: 1
- Hold WS: 1553 ps
- Clock buffers: 0
- Largest net degree at the start of global routing: 2
- Overflow after GRT: 0
- Critical Path Sink Type: output pin
- FP Rows: 21
- Leakage: 0.1405 nW
- Yosys stat cell total: 18
- Fmax: 0.3895 GHz
- Worst Setup Start Kind: input port
- Worst EP arrival: 2110 ps
- RSZ-0062 raised after global routing: true
- Vias in the first global route: 135
- Layout overhead on the synthesized area: 111.9%
- Tool Warnings: 35
- Area of the mapped netlist: 147.6 µm²
[per-layer routing]
layer | wire length [µm] | global-route usage (%) | vias to the layer above
met2 | 234 | 2.408 | 7
met3 | 101 | 1.250 | 0
met4 | 0 | 0 | 0
met5 | 0 | 0 | -
li1 | - | - | 60
met1 | 170 | 1.404 | 56
[logic make-up (layout without fill, tap and decap cells)]
family                   count (synthesis)  count (layout)
buffers and inverters                   14              24
adder cells (fa/ha/maj)                  4               4
[stage by stage]
| stage | setup slack, ps | TNS [ps] | cells | utilization, % |
|---|---|---|---|---|
| global route | -331.4 | -470.1 | 74 | 9.158 |
| floorplan | -122.1 | -122.1 | 18 | - |
| finish | -267.4 | -337.0 | 74 | 9.158 |
| global placement | -985.6 | -3211 | 74 | 9.377 |
| CTS | -341.9 | -608.4 | 74 | 9.267 |
| detailed placement | -1001 | -3280 | 74 | 9.377 |
[what timing repair did]
action                                  4_1_cts  5_1_grt
pin swaps                                     4        3
endpoints found under the setup margin        5        3
gates resized                                31        2
gates cloned                                  0        0
[critical path, cell delays in order]
cell   delay (ps)
buf_6          90
inv_4          40
fa_2          190
inv_2          40
fa_2          330
fa_2          340
inv_2          60
fa_1          400
inv_1          70
buf_2          90
[layout by cell type (no fill, tap or decap), drive strengths merged]
master         synthesis  routed
inv                   10      10
fa                     4       4
buf                    4       5
dlygate4sd2            0       3
clkbuf                 0       1
clkdlybuf4s50          0       5
[how the worst min path moves through the flow]
stage | cells after the start | from | to | slack [ps]
4_1_cts | 3 | b[1] | sum[1] | 1550
5_1_grt | 3 | b[1] | sum[1] | 1600
6_report | 3 | b[1] | sum[1] | 1550
[report_power, final]
group | switching, mW | leakage [nW] | total, mW | internal (mW)
registers | 0 | 0 | 0 | 0
clock network | 0 | 0 | 0 | 0
logic | 0.0203 | 0.141 | 0.0561 | 0.0358
[layout make-up]
type | instances | share of cell area, %
inverter | 10 | 13.60
multi-input combinational | 4 | 28.00
tap | 46 | 18.40
timing repair buffer | 14 | 40.00
Power is estimated from default activity; no workload was simulated.
